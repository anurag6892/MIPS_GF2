===== design/flow/run.sh =====
#!/bin/bash
# OpenROAD 26Q1-2900-gdf79404cd8, Yosys 0.63+post, stock flow scripts
make -C /OpenROAD-flow-scripts/flow DESIGN_CONFIG=/design/flow/config.mk WORK_HOME=/design/flow/orfs finish

===== design/flow/config.mk =====
export PLATFORM = sky130hd
export DESIGN_NAME = lnz
export DESIGN_NICKNAME = lnz
export VERILOG_FILES = /design/flow/design.v
export SDC_FILE = /design/flow/constraint.sdc
export NUM_CORES = 4
export LEC_CHECK = 1
export CORE_AREA = 10 10 70 70
export DIE_AREA = 0 0 80 80

===== design/flow/constraint.sdc =====
current_design lnz

set clk_period 3.6
set clk_io_pct 0.2

create_clock -name clk0 -period $clk_period

set non_clock_inputs [all_inputs -no_clocks]
set_input_delay [expr $clk_period * $clk_io_pct] -clock clk0 $non_clock_inputs
set_output_delay [expr $clk_period * $clk_io_pct] -clock clk0 [all_outputs]

===== design/flow/design.v =====
module lnz #(
    parameter N = 32
)
(
    input          clk,
    input          reset,
    input   [N-1:0] v,
    output  [N-1:0] vlnz
);
function [15:0] u16_lnz
    (
        input reg [15:0] u16v
    );
    reg [15:0] out;
    begin
        out = 0;
        if(u16v[15])
            out[15] = 1;
        else if(u16v[14])
            out[14] = 1;
        else if(u16v[13])
            out[13] = 1;
        else if(u16v[12])
            out[12] = 1;
        else if(u16v[11])
            out[11] = 1;
        else if(u16v[10])
            out[10] = 1;
        else if(u16v[9])
            out[9] = 1;
        else if(u16v[8])
            out[8] = 1;
        else if(u16v[7])
            out[7] = 1;
        else if(u16v[6])
            out[6] = 1;
        else if(u16v[5])
            out[5] = 1;
        else if(u16v[4])
            out[4] = 1;
        else if(u16v[3])
            out[3] = 1;
        else if(u16v[2])
            out[2] = 1;
        else if(u16v[1])
            out[1] = 1;
        else if(u16v[0])
            out[0] = 1;
        u16_lnz = out;
    end
endfunction
function or16
    (
        input reg [15:0] v
    );
    integer i;
    reg out;
    begin
        out = 0;
        for(i=0; i<16; i=i+1)
            out = out + v[i];
        or16 = out;
    end
endfunction
wire [15:0] xh, xl; 
wire        XhHas1;
assign xh = u16_lnz(v[N-1:16]);
assign xl = u16_lnz(v[15:0]);
assign XhHas1 = or16(xh);
assign vlnz = (XhHas1)?({xh, 16'h0000}):({16'h0000, xl});
endmodule

==> summary.txt <==
Figures from the implementation reports.

- The max-slew violation total from the final report reads 0.
- The power density over the cells is 51.85 nW/um2.
- STA classifies the critical path startpoint as a primary input.
- The switching power is 25.57 uW.
- The number of max-capacitance violations reported reads 0.
- The count of pins on the block boundary is 66.
- The total setup violations reported at the end of the flow reads 0.
- The number of antenna violations at the first check in global routing is 0.
- Summing all multi-input logic gate instances after layout gives 529.3 um2.
- The placement-stage cell area is 1244 um2.
- The starting DRC count in detailed routing is 4.
- The internal power is 45.85 uW.
- The worst-path maximum fanout is 5.
- The height of the die reads 80 um.
- The count of cell types in the netlist is 25.
- According to the timing report, the data required time at the worst endpoint equals 2.88 ns.
- The launch point of the worst hold path is v[20].
- Entering global routing, the biggest net connects 8 pins.
- Setup repair after global routing could not meet its margin everywhere.
- The number of OpenROAD warnings reads 36.
- The number of global-route vias before repair is 889.
- The residual overflow from global routing reads 0.
- The clock buffers instantiated in the layout total 0.
- The synthesis warning total is 1.
- The fraction of the cycle the final worst path needs is 0.9950.
- The summed standard-cell area reported by yosys is 440.4 um2.
- The count of port buffers added during placement is 64.
- The half-perimeter wire length of the detailed placement result reads 2174 um.
- Measured along the x axis, the die boundary spans 80 um.
- The power report attributes to the sequential group a share of 0.
- The number of fill cells reads 342.
- The switching share of total power reads 0.3580.
- The clock network fraction of design power reads 0.
- The combinational power share reads 1.000.
- The fraction of the core area occupied by cells at floorplan is 0.1289.
- The post-synthesis area per instance reads 7.865 um2.
- The placed cell count is 180.
- The cell type with the highest aggregate area in the netlist reads and3_1.
- The quantity of hold-fixing buffers added after cts is 0.
- Of the synthesized area, sequential elements account for 0.
- Of the post-synthesis cell area, the dominant cell type holds 0.1136.
- The count of antenna-violating nets left after detailed routing is 0.
- The total via count after detailed routing reads 802.
- The critical path class reads in2out.
- The DRC violation total left in the routed layout is recorded as 0.
- The element type at the critical path end is a primary output.
- There are 0 flip-flops and latches.
- The total area of sequential cells reads 0 um2.
- The worst path arrival time reads 2.86 ns.
- At the pin with the least slew margin, the transition time is 0.4065 ns.
- The worst relative slew slack is 0.7269.
- In the final routed layout, each cell accounts on average for 13.44 um.
- The final design area excluding fillers is 1378 um2.
- In this run the core area contains 21 standard-cell rows.
- The final weighted congestion recorded by global placement is 0.7376.
- The wire length after detailed routing reads 2527 um.
- The type recorded for the worst min-delay path is in2out.
- The most frequent logic cell in the layout reads clkdlybuf4s50_1.
- The detailed-router iteration count before antenna repair is 4.
- The number of hold violations in the final report is 0.
- The static leakage is 0.7254 nW.
- Per the Yosys statistics, synthesis produced 56 cells.
- The floorplan step defined a core boundary enclosing 3416 um2.
- The post-synthesis to final-layout area growth is 212.8%.
- The post-synth design cell area reads 440.4 um2.
- Across every metal layer, demand over resource in global routing totals 0.07321.
- Synthesis produced a netlist whose cell count is 56.
- The ratio of routed vias to standard cells is 4.266.
- The clock period minus final worst setup slack reads 3.582 ns.
- The worst setup path startpoint reads v[20].
- The largest vdd supply drop reads 0.00002667 V.
- The maximum clock frequency is 279.2 MHz.
- The final instance count without filler cells reads 188.
- The first-pass GRT wire length is 3974 um.
- The total antenna diodes in the routed design reads 0.
- The power consumption reads 71.43 uW.
- Per the final layout report, the fraction of cells sized above drive strength 1 comes to 0.4085.
- The run finished with clean final reports.
- The most common logic cells in the final layout are 34 x clkdlybuf4s50_1, 20 x buf_4, 9 x dlygate4sd2_1.
- The die outline area reads 6400 um2.
- Sorting the synthesized cells by area gives the leading types as and3_1 11%, and4b_1 9.1%, nor4b_2 6.8%.
power by group through the flow:
stage | sequential [mW] | clock, mW | combinational, mW
6_report | 0 | 0 | 0.0714
5_1_grt | 0 | 0 | 0.0768
4_1_cts | 0 | 0 | 0.0681
stage by stage:
step	setup WS (ns)	hold slack, ns	TNS [ns]	util
after global routing	-0.1067	1.832	-0.1067	0.4033
after detailed placement	-0.5484	2.381	-10.54	0.3641
final	0.01807	1.785	0	0.4033
after global placement	-0.5208	2.385	-9.754	0.3641
after CTS	-0.04826	2.084	-0.07589	0.3916
after floorplan	0.4689	1.453	0	-
metal layers:
| layer | part of all wire | vias to the layer above | routed length, um | global-route usage |
|---|---|---|---|---|
| li1 | - | 402 | - | - |
| met1 | 0.42 | 349 | 1054 | 0.08377 |
| met2 | 0.39 | 51 | 997 | 0.1164 |
| met3 | 0.19 | 0 | 476 | 0.05114 |
| met4 | 0 | 0 | 0 | 0 |
| met5 | 0 | - | 0 | 0 |
area by class of cell:
class	count	share of cell area
tap	46	0.04178
inverter	2	0.005450
timing repair buffer	86	0.5686
multi-input combinational	54	0.3842
repair_timing:
item,4_1_cts,5_1_grt
resized,55,29
gates cloned,0,0
setup endpoints to repair,31,26
buffers inserted,6,4
pin swaps,14,8
worst max-delay path, stage by stage:
cell and delay (ns):
buf_8 0.10, nor4_4 0.25, buf_4 0.15, nand4_1 0.13, nor2_2 0.18, ha_4 0.18
nor4b_4 0.18, buf_4 0.16, and3_1 0.15, and3_1 0.16, clkdlybuf4s50_1 0.48
logic make-up after synthesis:
logic type | after synthesis | synth area share
and+or+nand+nor | 52 | 0.9432
AOI/OAI and AO/OA | 1 | 0.01135
adders and majority gates | 1 | 0.02840
buffers and inverters | 2 | 0.01705
final timing paths:
path | end | slack (ns) | cells after the start
worst max-delay path | vlnz[3] | 0.02 | 11
worst min-delay path | vlnz[20] | 1.79 | 3
synth_stat cells:
cell and number:
a21oi_1 1, and2_1 4, and2_2 2, and2b_1 1, and3_1 8, and3_2 1
and3b_1 3, and3b_2 2, and4_1 1, and4b_1 4, and4bb_2 1, ha_1 1
inv_1 2, nand3_1 1, nand4_1 1, nand4_2 1, nor2_1 6, nor3_1 5
nor3b_1 3, nor3b_2 1, nor4_1 2, nor4_4 1, nor4b_1 1, nor4b_2 2
nor4b_4 1
Power figures rest on the tool's default switching activity, not on a simulated workload.
