==> flow/design.v <==
module data_mem #(parameter WIDTH = 32, DATA_MEM_ADDR_BITS = 32 )
   (input clk, en, reset, write_valid, 
    input [DATA_MEM_ADDR_BITS-1:0] adr,
    input [WIDTH-1:0] writedata,
    output reg [WIDTH-1:0] memdata
    );
   reg [WIDTH-1:0] data_mem [127:0];
   always @(negedge clk)
      if (en) begin
         if (write_valid)
            data_mem[adr] <= writedata;    
         memdata <= data_mem[adr];
      end
endmodule
==> flow/run.sh <==
#!/bin/bash
# OpenROAD 26Q1-2900-gdf79404cd8, Yosys 0.63+post, stock flow scripts
make -C /OpenROAD-flow-scripts/flow DESIGN_CONFIG=/design/flow/config.mk WORK_HOME=/design/flow/orfs finish
==> flow/config.mk <==
export PLATFORM = sky130hd
export DESIGN_NAME = data_mem
export DESIGN_NICKNAME = data_mem
export VERILOG_FILES = /design/flow/design.v
export SDC_FILE = /design/flow/constraint.sdc
export NUM_CORES = 4
export LEC_CHECK = 1
export CORE_UTILIZATION = 50
==> flow/constraint.sdc <==
current_design data_mem

set clk_period 56.5
set clk_io_pct 0.2

create_clock -name clk0 -period $clk_period [get_ports {clk}]

set non_clock_inputs [all_inputs -no_clocks]
set_input_delay [expr $clk_period * $clk_io_pct] -clock clk0 $non_clock_inputs
set_output_delay [expr $clk_period * $clk_io_pct] -clock clk0 [all_outputs]
==> impl_metrics.py <==
# Synthesis and PnR figures
metrics = {
    "logic_synthesis": {
        "ys_sh_mux": 0.0556,
        "yosys.stat.seqShare": 0.776,
        "fa_ha_area_frac": 0,
        "yosys_cells": 9220,
        "edf_count": 4128,
        "yosys.area_share.aoi": 0.119,
        "synth.cell_area_mm2": 0.160,
        "ys_types": 72,
        "yosysWarningCount": 1,
        "avgSynthCellArea_um2": 17.3,
        "async_reset_ff_frac": 0,
        "syn-instance-count": 9220,
        "simple_gate_share": 0.0271,
        "top_area_frac": 0.776,
        "synth_top_cell_by_area": "edfxtp_1",
        "xor_area_frac": 0,
        "yosys-stat-area_mm2": 0.160,
        "synthFlopType": "edfxtp_1",
        "area_leaders": "edfxtp_1 78%, mux2i_1 3.3%, a221oi_1 1.8%, a22oi_1 1.5%, a21oi_1 1.4%",
        "topCombFamilyByArea": "AND-OR/OR-AND gates",
        "numSynthFlops": 4128,
    },
    "setup_path": {
        "start_kind": "input port",
        "end_kind": "flop",
        "worstPathArrival_ns": 16.97,
        "crit_type": "input port to flop",
        "crit_fanout": 41,
        "crit_required_ns": 28.94,
    },
    "placed_design": {
        "placed_area_mm2": 0.167,
        "gp_congestion": 0.932,
        "dp.final_hpwl_um": 288000,
        "pre_cts_ws_ns": 11.27,
        "io_buffers": 73,
    },
    "job": {
        "max_cap_viol_count": 0,
        "warnings": 1054,
    },
    "die": {
        "ios": 100,
        "die_area_mm2": 0.322,
        "core_area_mm2": 0.318,
        "core_util_floorplan": 0.503,
        "die_x_um": 567,
        "num_rows": 207,
        "chipHeight_um": 567,
    },
    "clock_network": {
        "holdBufCountCts": 0,
        "clockBufferDepth": 4,
        "clock-sinks": 4128,
        "h-tree-depth": 5,
        "cts_tree": "yes",
        "worstSkewPairLatency_ns": 0.97,
        "cts_buffers": 439,
        "cts-resized-gates": 0,
        "clk_pin_slew_ns": 0.04,
        "post-cts-setup-buffers": 0,
        "cts-root-buf": "clkbuf_16",
    },
    "detailed_routing": {
        "avgRoutedWirePerCell_um": 29.5,
        "drc": 0,
        "drtAntennaViolNets": 0,
        "wirelength_um": 536000,
        "drt-initial-drc-count": 8545,
        "first_pass_iters": 10,
        "num_vias": 108000,
        "vias_per_cell": 5.96,
    },
    "final_layout": {
        "layout-drive-gt1-share": 0.116,
        "final_cell_area_mm2": 0.197,
        "area_growth_pct": 23.6,
        "fill_cells": 21600,
        "layout.area.comb_mm2": 0.0335,
        "seq_area_mm2": 0.124,
    },
    "grt": {
        "grt_pass1_wl_um": 757000,
        "grt_pass1_vias": 120000,
        "grt_antenna_before_repair": 35,
        "gr-usage-all-layers": 0.375,
        "gr-total-overflow": 0,
        "grt_max_degree": 81,
    },
    "timing": {
        "slew_viol_final": 0,
        "hold_viol": 0,
        "setup_slack_ns": 11.97,
        "rsz0062_at_grt": "false",
        "tns_ns": 0,
        "slew_headroom": 0.217,
        "fin_worst_skew_ns": 0.0408,
        "tightest_slew_ns": 1.16,
        "setup_viol": 0,
    },
    "outcome": {
        "outcome": "finished clean",
    },
    "pwr": {
        "p_leak_nw": 80.2,
        "power_density_mw_per_mm2": 39.9,
        "ir_drop_uv": 29.6,
    },
    "worst_hold_path": {
        "min_path_type": "flop to flop",
    },
}
-- worst max-delay path, cell delays in order --
cell and delay, ns:
buf_8 0.25, buf_4 0.60, buf_4 0.54, nor2b_4 0.23, buf_4 0.54, buf_4 0.61, buf_4 0.66, a22oi_1 0.15
a211oi_1 0.31, a21oi_1 0.09, o221ai_1 0.55, o211ai_1 0.45, nand3_1 0.49
-- synthesized netlist by cell type, drive strengths merged, types with 71 or more instances --
cell type and count:
a22o 71, mux4 81, nor2 305, a221o 138
a22oi 315, o22ai 186, clkbuf 315, a222oi 162
nand2 428, a21oi 452, o221ai 90, a221oi 329
o21ai 343, edfxtp 4128, nand3 79, mux2i 524
mux2 161, buf 411
-- stage by stage --
stage          hold WS, ns  total power [mW]  std cells   util
2_1_floorplan        0.690              4.06       9220      -
3_3_place_gp         0.870              4.25      13200  0.525
3_5_place_dp         0.876              4.26      13200  0.525
4_1_cts              0.871              7.96      18100  0.621
5_1_grt              0.944              8.34      18100  0.621
6_report             0.867              7.88      18200  0.621
-- worst paths after layout --
check,start,depth (start not counted),slack [ns],end
setup reg to reg,data_mem[27][19],8,53.16,memdata[19]
hold / removal,data_mem[7][19],4,0.87,memdata[19]
setup / recovery,adr[1],13,11.97,memdata[31]
hold reg to reg,data_mem[7][19],4,0.87,memdata[19]
-- final cells by class --
cell class,count,share of cell area
tap,4180,0.0265
inverter,6,0.000228
multi-input combinational,4359,0.170
sequential,4128,0.628
clock inverter,4478,0.0981
antenna,30,0.000380
timing repair buffer,533,0.0211
clock buffer,443,0.0561
-- state kept, by name (all words and copies together), names as in the netlist --
register and cells:
memdata 32, data_mem 4096
-- placed cells by master, fill, tap and decap left out, types with 150 or more instances in the layout --
cell and count:
nor2_1 165, a22oi_1 315, a221oi_1 329, o22ai_1 186
a222oi_1 162, edfxtp_1 4128, mux2_2 150, inv_1 4238
nand2_1 417, a21oi_1 452, clkbuf_16 443, o21ai_0 343
buf_4 490, mux2i_1 524
-- cell families (layout without fill, tap and decap cells) --
group / count (synthesis) / count (layout)
DFF: 4128 / 4128
AOI/OAI and AO/OA: 2595 / 2595
and+or+nand+nor: 998 / 998
muxes: 766 / 766
buffers and inverters: 733 / 5460
other: 0 / 30
-- report_power, final --
part / leakage [nW] / switching [mW] / internal (mW)
clock: 29.4 / 1.91 / 2.17
combinational: 13.6 / 0.287 / 0.102
sequential: 37.1 / 0.00705 / 3.41
-- layer usage --
layer	part of all wire	GRT usage	vias up	routed length [um]
li1	-	-	47100	-
met1	0.29	0.392	51400	158000
met2	0.45	0.490	8416	241000
met3	0.20	0.356	1232	109000
met4	0.049	0.191	46	26200
met5	0.0047	0.0815	-	2490
Power figures rest on the tool's default switching activity, not on a simulated workload.
